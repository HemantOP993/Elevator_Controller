### flow/design.v
module Elevator_controller(
    input clk,rst,
    input lt,gt,eq,wait_complete,
    output reg motor_up,motor_down,door_open,door_close,door_wait,ctrl,
    output reg [2:0] state);
    parameter S0=0,S1=1,S2=2,S3=3,S4=4,S5=5;
    always @(*) begin
        if(rst) begin
            motor_up = 0;
            motor_down = 0;
            door_open = 0;
            door_close = 1;
        end
        else begin
            case(state) 
                S0: begin
                    motor_up <= 0;motor_down <= 0;door_open <= 0; door_close <= 1;door_wait=0;ctrl <= 0;
                end
                S1: begin
                    motor_up <= 1;motor_down <= 0;door_open <= 0; door_close <= 0;door_wait=0;ctrl <= 0;
                end
                S2: begin
                    motor_up <= 0;motor_down <= 1;door_open <= 0; door_close <= 0;door_wait=0;ctrl <= 0;
                end
                S3: begin
                    motor_up <= 0;motor_down <= 0;door_open <= 1; door_close <= 0;door_wait=0;ctrl <= 0;
                end
                S4: begin
                    motor_up <= 0;motor_down <= 0;door_open <= 1; door_close <= 0;door_wait=1;ctrl <= 0;
                end
                S5: begin
                    motor_up <= 0;motor_down <= 0;door_open <= 0; door_close <= 1;door_wait=0;ctrl <= 1;
                end
            endcase
        end 
   end
    always @(posedge clk or posedge rst) begin
        if(rst) begin
            state <= S0;
        end
        else begin
            case(state) 
                S0: begin
                        case({lt,eq,gt})
                            3'b100: state <= S3;
                            3'b010: state <= S3;
                            3'b001:state <= S3;
                            default:state <= S0;
                        endcase
                end
                S1: state <= S4;
                S2: state <= S4;
                S3: begin
                    case({lt,eq,gt}) 
                        3'b100: state <= S2;
                        3'b010: state <= S4;
                        3'b001:state <= S1;
                    endcase
                end
                S4: state <= wait_complete ? S5:S4;
                S5: state <= S0;
                default: state<=S0;
                endcase
          end
     end
endmodule
### flow/run.sh
#!/bin/bash
# OpenROAD 26Q1-2900-gdf79404cd8, Yosys 0.63+post, stock flow scripts
make -C /OpenROAD-flow-scripts/flow DESIGN_CONFIG=/design/flow/config.mk WORK_HOME=/design/flow/orfs finish
### flow/config.mk
export PLATFORM = sky130hd
export DESIGN_NAME = Elevator_controller
export DESIGN_NICKNAME = Elevator_controller
export VERILOG_FILES = /design/flow/design.v
export SDC_FILE = /design/flow/constraint.sdc
export NUM_CORES = 4
export LEC_CHECK = 1
export CORE_AREA = 10 10 70 70
export DIE_AREA = 0 0 80 80
### flow/constraint.sdc
current_design Elevator_controller

set clk_period 1.6
set clk_io_pct 0.2

create_clock -name clk0 -period $clk_period [get_ports {clk}]

set non_clock_inputs [all_inputs -no_clocks]
set_input_delay [expr $clk_period * $clk_io_pct] -clock clk0 $non_clock_inputs
set_output_delay [expr $clk_period * $clk_io_pct] -clock clk0 [all_outputs]
==> reports/qor.txt <==
status: finished clean
initial antenna violation count: 0
post-cts resize count: 1
IO Port Bufs: 14
Area growth, synth to finish: 61.6%
DR vias: 388
GP Congestion: 0.800
Commonest flop: dlxtn_1
CP cell instances: clkdlybuf4s50_1
Hold WS: 0.395 ns
CTS tree: done
Overflow after GRT: 0
antenna diode count: 0
Synth mux share: 0%
Top logic family: simple AND/OR/NAND/NOR gates
DRT Wirelength: 998 microns
Critical Path End Type: output port
stage-log warning count: 25
worst setup margin: 0.0792 ns
Comb gate area: 198 sq um
final setup violation count: 0
DRC: 0
Finished Cell Area: 637 sq um
fillcell total: 388
relative slew slack: 81.8%
Basic Gates by Area: 27.6%
max cap viols: 0
Crit Reg-Reg Startpoint: state[2]
CP Launch Type: flip-flop
Slowest cell on crit path: clkdlybuf4s50_1
number of setup buffers added after CTS: 0
Setup Crit Path Kind: flip-flop to output port
Hold WC Path Type: input pin to asynchronous set/reset pin
vias in the first global route: 365
Synth flops: 9
# H-tree levels: 1
CTS Buffer Depth: 2
core region area: 3420 sq um
ao+oa area frac: 20.3%
Die Y: 80 microns
register pins left without a clock: 6
Post-Syn Instances: 47
number of buffers created by CTS: 3
crit path buf inv count: 1
Cell Type Count: 25
Worst path max stage delay: 0.51 ns
DP Worst Slack: -0.0122 ns
Top delay family on crit path: buffers and inverters
crit path time final: 1.52 ns
Pins Over Slew Limit: 0
clk_skew: 0.00171 ns
Total GRT Usage: 2.83%
yosys adder share: 0%
XOR/XNOR Fraction of Synth Area: 2.22%
drt pass-1 iters: 4
hold_buf cts: 0
die area: 6400 sq um
CTS root buf: clkbuf_4
Worst Reg-to-Reg Cells: 4
fp util: 11.5%
mapped cell area: 394 sq um
asr flop ratio synth: 33.3%
fmax: 658 MHz
R2R setup slack: 0.24 ns
worst path arrival time: 1.20 ns
clk latency late pin: 0.23 ns
Peak VDD IR: 281 uV
layout cell share with drive strength beyond 1: 16.4%
syn avg cell area: 8.39 sq um
Top Ports: 15
initial drt markers: 31
crit path DRT: 1.28 ns
yosys stat area: 394 sq um
RSZ-0062 raised after global routing: false
clock slew seen by the registers of the worst setup and hold paths: 0.04 ns
DP Wirelength: 832 microns
Pwr Density: 1130 nW/um^2
die width: 80 microns
ANT nets after route: 0
Hold Fails Final Rpt: 0
crit-path max FO: 7
Register Area: 166 sq um
global-route wire length before repair: 1.55 mm
EDFF count, synth: 0
vias per std cell: 3.43
RR Endpoint: state[0]
P_leak: 0.274 nW
WL/cell: 8.83 microns
pin count of the biggest net entering global routing: 12
Setup TNS Final: 0 ns
crit share post-route: 95.0%
# rows: 21
YS warnings: 1
actual slew at the worst max-slew pin: 0.270 ns
number of unconstrained endpoints: 12
dpl cell area: 609 sq um
yosys cell count: 47
## per-stage QoR
stage	util, %	cells	power, mW
global route	18.6	113	0.793
detailed placement	17.8	109	0.591
global placement	17.8	109	0.587
CTS	18.6	113	0.735
finish	18.6	113	0.718
floorplan	-	47	0.430
## routing by layer
metal | part of all wire, % | global-route usage [%]
met1 | 49 | 4.22
met2 | 40 | 3.77
met3 | 8.6 | 0.568
met4 | 1.8 | 1.23
met5 | 0 | 0
## cell usage after synthesis (2+ instances only)
library cell  n  area share (%)
dlxtn_1       6              23
dfrtp_1       3              19
inv_1         3             2.9
o21ai_0       3             3.8
a21oi_1       2             2.5
nor4b_1       2             4.4
nand2_1       4             3.8
nor2_1        6             5.7
a21o_1        2             3.8
## cell type report
type / instances / share of cell area, %
Sequential cell: 9 / 26.1
Multi-Input combinational cell: 32 / 31.0
Clock buffer: 4 / 4.13
Timing Repair Buffer: 19 / 27.9
Tap cell: 46 / 9.04
Inverter: 3 / 1.77
## placed cells by master (no fill, tap or decap)
cell type,Yosys,layout
o211ai_1,1,1
nand3_1,1,1
or3b_1,1,1
nand2_1,4,4
and3_1,1,1
a221o_1,1,1
dfrtp_2,0,1
and3_2,1,1
xor2_1,1,1
nand3b_1,1,1
or2_1,1,1
nor2b_1,1,1
nor2_1,6,6
clkbuf_1,1,1
nor4b_1,2,2
buf_4,0,5
o41ai_2,1,1
a21oi_1,2,2
clkbuf_4,0,3
nor4_1,1,1
a31oi_1,1,1
clkdlybuf4s50_1,0,14
o21ai_0,3,3
dlxtn_1,6,6
a21o_1,2,2
dfrtp_1,3,2
inv_1,3,3
## cell families after synthesis
kind of cell,count (synthesis)
buf+inv,6
flops,3
compound gates,11
latches,6
simple gates,20
xor+xnor,1
## state kept, by name, summed over array words and instances, names as in the netlist
register    count
ctrl            1
door_close      1
door_open       1
door_wait       1
motor_down      1
motor_up        1
state           3
## worst max path at each step
stage | from | to | slack, ns | cells past startpoint
CTS | state[2] | state[2] | 0.06 | 1
global route | state[2] | state[2] | 0.04 | 1
finish | state[2] | state[2] | 0.08 | 1
## power by group
part | internal [mW] | total [mW] | switching [mW]
Combinational | 0.215 | 0.362 | 0.147
Clock | 0.0934 | 0.131 | 0.0381
Sequential | 0.151 | 0.224 | 0.0735
Total | 0.459 | 0.718 | 0.259
Power figures rest on the tool's default switching activity, not on a simulated workload.
