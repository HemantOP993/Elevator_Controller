[flow/config.mk]
export PLATFORM = sky130hd
export DESIGN_NAME = Elevator_datapath
export DESIGN_NICKNAME = Elevator_datapath
export VERILOG_FILES = /design/flow/design.v
export SDC_FILE = /design/flow/constraint.sdc
export NUM_CORES = 4
export LEC_CHECK = 1
export CORE_AREA = 10 10 70 70
export DIE_AREA = 0 0 80 80
[flow/constraint.sdc]
current_design Elevator_datapath

set clk_period 2.3
set clk_io_pct 0.2

create_clock -name clk0 -period $clk_period [get_ports {clk}]

set non_clock_inputs [all_inputs -no_clocks]
set_input_delay [expr $clk_period * $clk_io_pct] -clock clk0 $non_clock_inputs
set_output_delay [expr $clk_period * $clk_io_pct] -clock clk0 [all_outputs]
[flow/design.v]
module Elevator_datapath(
    input clk,
    input rst,
    input ctrl,
    input [1:0] Req_floor,
    input door_wait,
    input door_close,
    output [1:0] Current_floor,
    output wait_complete,
    output [2:0] count, 
    output lt,gt,eq);
    floorreg mod1(clk,rst,Current_floor,Req_floor,ctrl);
    comparator mod2(rst,Current_floor,Req_floor,lt,gt,eq);
    counter mod3(clk,rst,door_wait,door_close,wait_complete,count);
endmodule
module comparator(
        input rst,
        output [1:0] current_floor,
        input [1:0] Req_floor,
        output reg lt,gt,eq);  
        always @(*) begin
        if(rst) begin
            lt=0;gt=0;eq=0;
        end
       else begin
                lt = current_floor > Req_floor;
                gt = current_floor < Req_floor;
                eq = current_floor == Req_floor;
             end
        end
endmodule
module counter(
    input clk,rst, 
    input door_wait, 
    input door_close,
    output reg wait_complete,
    output reg [2:0] count);
    always @(posedge clk or posedge rst) begin
        if(rst) begin
            wait_complete <= 0;
            count <= 0;
         end
        else  begin
            if(door_wait) begin
                count <= count+1;
            end
            if(count == 5) begin
                count <= 0;
                wait_complete <= 1;
            end
            else 
                wait_complete <= 0;
       end
    end
endmodule
module floorreg(
    input clk,
    input rst,
    output reg [1:0]current_floor,
    input [1:0] Req_floor,
    input ctrl);
    always @(posedge clk or posedge rst) begin   
        if(rst) begin
            current_floor <= 1;
        end
        else
            current_floor <= ctrl ? Req_floor:current_floor;
    end
endmodule 
[flow/run.sh]
#!/bin/bash
# OpenROAD 26Q1-2900-gdf79404cd8, Yosys 0.63+post, stock flow scripts
make -C /OpenROAD-flow-scripts/flow DESIGN_CONFIG=/design/flow/config.mk WORK_HOME=/design/flow/orfs finish
==> CHANGELOG.md <==
## Flow update

- Result of the run: complete, no violations
- Startpoint type of the worst setup path: register
- Drt initial violations: 4
- Global placer's final weighted congestion: about 0.7
- Clk ins delay skew pair: ~0.25 ns
- Clock buffer count from CTS: 3
- Simple-gate portion of the synthesized area: 0.273
- Die Wd: 80 microns
- Worst setup path category: register to output pin
- Synth Area in Adders: 0.0791
- Count of yosys warnings during synthesis: 3
- Vias after detailed routing: ~290
- Minimum clock period: roughly 2.2 ns
- Cell total in the yosys stat output: 31
- Startpoint of the worst-slack reg-to-reg timing path: mod3.count[0]
- Worst clock skew: 0.00314 ns
- Vias in the first global route: around 320
- Complex Gates by Area: 0.0632
- Top-level port count: 16
- Net switching power: 0.114 mW
- Fmax achieved: 449 MHz
- Final clock period utilization by the worst path: 0.969
- Antenna violations before repair: 0
- Synthesized instance count: 31
- Diodes inserted: 0
- Number of hold-repair buffers added at the cts stage: 0
- WL/cell: 8.47 microns
- Sw Share: 0.276
- Finish-stage setup viols: 0
- Htree depth: 1
- Antenna-violating nets left: 0
- Largest net degree at the start of global routing: 8
- Category of the worst setup path capture point: output pin
- Hold depth: 2
- Worst R2R Setup Slack: approximately 1.3 ns
- Cell taking the most area after synthesis: sky130_fd_sc_hd__dfrtp_1
- Sequential power share: 0.413
- Fill cells: between 300 and 400
- Synth top area cells: sky130_fd_sc_hd__dfrtp_1 (40%), sky130_fd_sc_hd__dfstp_2 (8.3%), sky130_fd_sc_hd__ha_1 (7.9%)
- Total negative slack for setup checks: 0 ns
- Clock tree sinks: 6
- Maximum number of buffers from clock root to sink: 2
- I/O Buffers: 14
- Top fanout value on the critical path: 2
- Reg2reg path depth: 2
- Global-route wire length before repair: between 1000 and 1500 microns
- Final Max Slew Viols: 0
- Total track usage: 0.0281
- Yosys synthesis chip area: approximately 320 sq um
- Worst-Margin Slew: roughly 0.20 ns
- Synthesized area per cell: just over 10 sq um
- Clock root buffer: sky130_fd_sc_hd__clkbuf_4
- FP Util: 0.0927
- Clock Power Share: 0.264
- Vias per Instance: about 3.0
- Synth logic family: simple AND/OR/NAND/NOR gates
- Number of optimization iterations in the first detailed-route pass: 2
- Number of rows in the core area: 21
- Crit path to: lt
- Commonest cells after routing, fill and taps aside: sky130_fd_sc_hd__clkdlybuf4s50_1 (11), sky130_fd_sc_hd__dfrtp_1 (5)
- Pwr per Cell Area: approximately 750 nW/um^2
- Peak VDD IR: about 0.49 mV
- Tightest slew margin relative to the limit: 0.866
- Data required time at the worst endpoint: around 1.8 ns
- Syn Std Cell Area: 317 sq um
- Reg-to-reg endpoint: mod3.count[1]
- Area after detailed placement: around 520 sq um
- Clock transition at the register clock pins on the worst setup and hold paths after CTS: about 0.05 ns
- Min-delay src: mod1.current_floor[0]
- Core region area: 3420 sq um
- Area growth, synth to finish: 72.7%
- Area share of xor/xnor cells in the synthesized design: 0
- Setup repair after global routing missed its margin: no
- Post-route cell area: around 550 sq um
- Area fraction in mux cells: 0.0711
- Synth Seq Share: 0.478
- Critical path data arrival time: roughly 1.8 ns
- CTS tree: done
- Hold Crit Class: register to register
- Leakage power: approximately 0.24 nW
- Top-area cell type share of the netlist area: 0.395
- Count of state elements after synthesis: 6
- Worst Setup Slack, final: between 0.07 and 0.08 ns
- Die Y-Extent: ~80 microns
- Number of distinct library cells after synthesis: 20
- Final Hold Vio Count: 0
- Placement-stage worst setup slack: -0.208 ns
- Startpoint of the most critical setup path: mod1.current_floor[0]
- End-of-flow core utilization: 0.160
- Setup bufs post-CTS: 0
- Number of remaining DRC errors: 0
- Max-Cap Viols: 0
- Die outline area: between 6000 and 7000 sq um
- Cell-internal power: between 0.2 and 0.3 mW
- Part of the power in combinational logic: 0.322
- Most instantiated logic cell after routing: sky130_fd_sc_hd__clkdlybuf4s50_1
- Fraction of layout instances using a drive strength above 1: 0.160
- Tool Warnings: 26
- Overflow after GRT: 0
- Total Routed Length: just over 800 microns
-- critical path: stages (launching register included) --
cell and delay (ns):
sky130_fd_sc_hd__dfstp_2 0.52, sky130_fd_sc_hd__inv_1 0.05, sky130_fd_sc_hd__ha_1 0.26, sky130_fd_sc_hd__nand2_1 0.09
sky130_fd_sc_hd__o211a_1 0.14, sky130_fd_sc_hd__clkdlybuf4s50_1 0.46
-- per-layer routing --
metal,GRT usage,vias up,part of all wire
li1,-,143,-
met1,0.0350,127,0.49
met3,0.0261,0,0.19
met5,0,-,0
met2,0.0345,18,0.32
met4,0.00528,0,0
-- cell type report --
| type | count | area (sq um) | share of cell area |
|---|---|---|---|
| Multi-Input combinational cell | 22 | 156 | 0.286 |
| Sequential cell | 6 | 151 | 0.277 |
| Timing Repair Buffer | 15 | 144 | 0.263 |
| Tap cell | 46 | 57.6 | 0.105 |
| Clock buffer | 4 | 26.3 | 0.0481 |
| Inverter | 3 | 11.3 | 0.0206 |
-- worst min-delay path by stage --
| stage | to | slack [ns] |
|---|---|---|
| 4_1_cts | mod1.current_floor[0] | 0.51 |
| 5_1_grt | mod1.current_floor[0] | 0.56 |
| 6_report | mod1.current_floor[0] | 0.51 |
-- power by group through the flow --
stage	registers [mW]	logic (mW)	clock network (mW)
finish	0.170	0.133	0.109
global route	0.176	0.152	0.129
CTS	0.171	0.137	0.113
-- logic make-up after synthesis --
kind of cell,Yosys count
mux,2
compound gates,3
simple gates,15
buf+inv,3
flops,6
fa+ha+maj,2
-- flip-flops by register name (all words and copies together), names as in the netlist --
name,count
mod1.current_floor,2
mod3.count,3
mod3.wait_complete,1
-- repair_timing --
| item | in CTS | in global routing |
|---|---|---|
| pin swaps | 3 | 3 |
| setup endpoints to repair | 3 | 1 |
| gates resized | 4 | 0 |
-- cell usage after synthesis, drive strengths merged --
cell,number
dfrtp,5
inv,3
nand2,3
ha,2
mux2,2
nor2,2
nor2b,2
o21ai,2
or2b,2
and2,1
dfstp,1
nand2b,1
nand3,1
nand3b,1
nand4b,1
nor3,1
o211a,1
-- metrics by stage --
| step | hold slack (ns) | power [mW] | instances |
|---|---|---|---|
| 6_report | 0.506 | 0.412 | 96 |
| 2_1_floorplan | 0.258 | 0.214 | 31 |
| 3_3_place_gp | 0.498 | 0.303 | 92 |
| 5_1_grt | 0.561 | 0.457 | 96 |
| 3_5_place_dp | 0.505 | 0.308 | 92 |
| 4_1_cts | 0.514 | 0.421 | 96 |
Power figures rest on the tool's default switching activity, not on a simulated workload.
